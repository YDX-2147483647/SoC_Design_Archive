==> /design/flow/design.v <==
module uart_tx 
  (
   input  clk,
   input  reset,
   output reg tx);
   reg [9:0] data = 10'b1101011000;
   always @ ( posedge clk or posedge reset ) begin
      if(reset)
        tx <= 1'b1;      
      else begin
         tx <= data[0];
         data[8:0] <= data[9:1];
      end        
   end   
endmodule  
==> /design/flow/run.sh <==
#!/bin/bash
# OpenROAD 26Q1-2900-gdf79404cd8, Yosys 0.63+post, stock flow scripts
make -C /OpenROAD-flow-scripts/flow DESIGN_CONFIG=/design/flow/config.mk WORK_HOME=/design/flow/orfs finish
==> /design/flow/config.mk <==
export PLATFORM = sky130hd
export DESIGN_NAME = uart_tx
export DESIGN_NICKNAME = uart_tx
export VERILOG_FILES = /design/flow/design.v
export SDC_FILE = /design/flow/constraint.sdc
export NUM_CORES = 4
export LEC_CHECK = 1
export CORE_AREA = 10 10 70 70
export DIE_AREA = 0 0 80 80
==> /design/flow/constraint.sdc <==
current_design uart_tx

set clk_period 1.0
set clk_io_pct 0.2

create_clock -name clk0 -period $clk_period [get_ports {clk}]

set non_clock_inputs [all_inputs -no_clocks]
set_input_delay [expr $clk_period * $clk_io_pct] -clock clk0 $non_clock_inputs
set_output_delay [expr $clk_period * $clk_io_pct] -clock clk0 [all_outputs]
==> impl_metrics.json <==
{
  "fin_cells": 64,
  "hold_viol": 0,
  "gp_congestion": 0.6271,
  "syn_area_per_cell_um2": 24.91,
  "worst-setup-path-type": "reg2out",
  "setup_viol": 1,
  "htree_levels": 1,
  "grtUsageMet2": 0.009631,
  "postRouteAntennaNets": 0,
  "hold_class": "reg2reg",
  "syn_inst": 11,
  "pin_count": 3,
  "violations": "negative setup slack",
  "synth_top_area_share": 0.8767,
  "vias_per_cell": 1.625,
  "yosys_warnings": 1,
  "crit_path_cell_trace": "buf_2",
  "rsz0062_at_grt": "true",
  "ys_cells": 11,
  "grt_pass1_wl_um": 545,
  "overflow": 0,
  "worst_ep_required_time_ns": 0.80,
  "routed_wl_um": 316,
  "insertion_delay_ns": 0.25,
  "async_flop_share": 0.1111,
  "yosysUniqueCellTypes": 4,
  "fp.coreArea_um2": 3416,
  "syn_area_um2": 274.0,
  "ys.flops": 9,
  "cts_buffers": 3,
  "port-buffer-count": 2,
  "worst_setup_path_start_kind": "flop",
  "postSynthSeqShare": 0.9726,
  "rr_endpoint": "data[3]",
  "cts_hold_buf": 0,
  "dieArea_um2": 6400,
  "row_count": 21,
  "track_usage": 0.01194,
  "drive_gt1_frac": 0.3333,
  "cts-resized-gates": 4,
  "rr_startpoint": "data[4]",
  "clk_path_buf_depth": 2,
  "setup_slack_ns": -0.05863,
  "ir_worst_vdd_uv": 757.4,
  "place_inst": 60,
  "num_vias": 104,
  "status": "finished with violations",
  "place_hpwl_um": 198.5,
  "root_buffer": "clkbuf_4",
  "grt_pass1_vias": 120,
  "layout.area.comb_um2": 3.754,
  "route.detailed.drc": 0,
  "path_clk_slew_ns": 0.06,
  "p_leak_nw": 0.1250,
  "grt-busiest-layer": "met1",
  "drv_slew": 0,
  "clkSinkCount": 9,
  "critPathSlowestCell": "dfstp_2",
  "grt_util_met1": 0.01716,
  "fin_area_um2": 380.4,
  "synthFlopType": "edfxtp_1",
  "area_leaders": "edfxtp_1 88%, dfstp_2 9.6%, conb_1 1.4%",
  "crit_path_start": "tx",
  "synth_area_leader_cell": "edfxtp_1",
  "crit_end": "tx",
  "antennaDiodeCount": 0,
  "cp_max_fo": 1,
  "antenna_found_initial": 0,
  "use_met3": 0.01364,
  "flop_area_um2": 266.5,
  "most_common_cell": "edfxtp_1",
  "skew_ns": 0.002107,
  "syn_to_final_growth_pct": 38.81,
  "crit_path_end_kind": "output pin",
  "critPathTopFamily": "flip-flops",
  "ff2ff_setup_slack_ns": 0.37,
  "pre_cts_ws_ns": -0.1851,
  "cp_slowest_stage_delay_ns": 0.51,
  "ys_chip_area_um2": 274.0,
  "post_cts_buffers": 0,
  "synth-edff-count": 8,
  "finalCritPeriodShare": 1.059,
  "powerDensity_nw_per_um2": 1913,
  "grt_max_degree": 10,
  "final.min_clock_period_ns": 1.059,
  "fillers": 399,
  "max_freq_mhz": 944.6,
  "post_drt_wl_per_cell_um": 4.938,
  "die_y_um": 80,
  "ff2ff_path_depth": 0,
  "fp_util": 0.08022,
  "path_depth": 1,
  "dr.first_iter.drc_count": 9,
  "die_w_um": 80,
  "warnings": 27,
  "cap_violations": 0,
  "dpl-instance-area_um2": 359.1,
  "arrival_ns": 0.86,
  "dr.pass1.iters": 3,
  "critical_path_buf_inv_count": 1,
  "common_cells": "8 x edfxtp_1, 1 x conb_1, 1 x dfstp_2, 1 x inv_1",
  "cts_tree": "done"
}
==> metal layers <==
layer,vias up,share of wire
met5,-,0
met4,0,0
met3,0,0.13
met2,5,0.27
met1,47,0.60
li1,52,-
==> layout make-up <==
| cell class | instances | share of cell area |
|---|---|---|
| Clock buffer | 4 | 0.06908 |
| Inverter | 1 | 0.009868 |
| Multi-Input combinational cell | 1 | 0.009868 |
| Sequential cell | 9 | 0.7007 |
| Tap cell | 46 | 0.1513 |
| Timing Repair Buffer | 3 | 0.05921 |
==> where the power goes <==
group | total [mW] | internal (mW) | switching [mW]
logic | 0.0158 | 0.00733 | 0.00846
registers | 0.442 | 0.437 | 0.00536
clock network | 0.269 | 0.153 | 0.116
total | 0.728 | 0.597 | 0.130
==> worst min path at each step <==
stage	slack (ns)	endpoint	startpoint	depth (start not counted)
6_report	0.35	tx	data[0]	0
5_1_grt	0.37	tx	data[0]	0
4_1_cts	0.35	tx	data[0]	0
==> per-stage QoR <==
stage / utilization / TNS (ns) / hold WS [ns] / power [mW]
finish: 0.1114 / -0.05863 / 0.3510 / 0.7275
global placement: 0.1051 / -1.397 / 0.3446 / 0.4665
CTS: 0.1114 / -0.07506 / 0.3536 / 0.7406
detailed placement: 0.1051 / -1.657 / 0.3398 / 0.4678
global route: 0.1114 / -0.1090 / 0.3724 / 0.7809
floorplan: - / 0 / 0.2635 / 0.4527
==> cells by family after synthesis <==
logic type,count (synthesis),synth area share
other,1,0.01369
buffers and inverters,1,0.01369
flip-flops,9,0.9726
==> cell usage in the layout, fill, tap and decap left out <==
master,count
buf_2,1
buf_4,1
clkbuf_1,1
clkbuf_4,3
clkdlybuf4s50_1,1
conb_1,1
dfstp_2,1
edfxtp_1,8
inv_1,1
==> registers in the layout, summed over array words and instances (netlist names) <==
signal	flops
data	8
tx	1
Power figures rest on the tool's default switching activity, not on a simulated workload.
