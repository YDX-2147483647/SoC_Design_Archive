<file path="flow/constraint.sdc">
current_design uart_tx_op

set clk_period 3.6
set clk_io_pct 0.2

create_clock -name clk0 -period $clk_period [get_ports {clk}]

set non_clock_inputs [all_inputs -no_clocks]
set_input_delay [expr $clk_period * $clk_io_pct] -clock clk0 $non_clock_inputs
set_output_delay [expr $clk_period * $clk_io_pct] -clock clk0 [all_outputs]
</file>
<file path="flow/design.v">
module uart_tx_op
  #(
    parameter VERIFY_ON = 1'b0,
    parameter VERIFY_EVEN = 1'b0
    )
   (
    input       clk,
    input       reset,
    input       clk_en, 
    input [7:0] datain,
    input       shoot,
    output reg  uart_tx = 1'b1,
    output reg  uart_busy
    );
   reg [3:0]    clk_cnt = 4'h0;
   reg          clk_tx_en = 1'b0;
   reg [7:0]    datain_shoot_latch = 8'h0;
   reg [2:0]    bitcnt = 3'h0;
   reg          uart_tx_i = 1'b1;
   reg          uart_tx_i2 = 1'b1;
   localparam [4:0] 
     SM_IDLE = 5'b00001,
     SM_START_BIT  = 5'b00010,
     SM_DATA_BIT = 5'b00100,
     SM_VERIFY_BIT = 5'b01000,
     SM_STOP_BIT = 5'b10000;   
   reg [4:0]     
		state = SM_IDLE;
   reg [4:0]     
		next_state = SM_IDLE;
   reg [79:0]           state_asc;               
   always @(state) begin
      case ({state})
        SM_IDLE:       state_asc = "idle      ";
        SM_START_BIT:  state_asc = "start_bit ";
        SM_DATA_BIT:   state_asc = "data_bit  ";
        SM_VERIFY_BIT: state_asc = "verify_bit";
        SM_STOP_BIT:   state_asc = "stop_bit  ";
        default:       state_asc = "%Error    ";
      endcase
   end
   reg [79:0]           nstate_asc;              
   always @(next_state) begin
      case ({next_state})
        SM_IDLE:       nstate_asc = "idle      ";
        SM_START_BIT:  nstate_asc = "start_bit ";
        SM_DATA_BIT:   nstate_asc = "data_bit  ";
        SM_VERIFY_BIT: nstate_asc = "verify_bit";
        SM_STOP_BIT:   nstate_asc = "stop_bit  ";
        default:       nstate_asc = "%Error    ";
      endcase
   end
   always @ ( posedge clk or posedge reset ) begin
      if(reset)begin
         state <= SM_IDLE;
      end else begin
         state <= next_state;
      end         
   end
   always @ (  bitcnt or clk_tx_en or shoot or state) begin
      next_state = state;
      case(state)
        SM_IDLE:
          if(shoot)
            next_state = SM_START_BIT;
        SM_START_BIT:
          if(clk_tx_en)
            next_state = SM_DATA_BIT;
        SM_DATA_BIT:
          if(clk_tx_en && bitcnt == 3'h7)
            if(VERIFY_ON)
              next_state = SM_VERIFY_BIT;
            else
              next_state = SM_STOP_BIT;
        SM_VERIFY_BIT:
          if(clk_tx_en)
            next_state = SM_STOP_BIT;
        SM_STOP_BIT:
          if(clk_tx_en)
            next_state = SM_IDLE;
        default:
          next_state = SM_IDLE;
      endcase  
   end
   always @ ( posedge clk or posedge reset ) begin
      if (reset) begin
         clk_cnt <= 4'h0;
         clk_tx_en <= 1'h0;
      end else begin
         if (state == SM_IDLE) begin
            clk_cnt <= 4'h0;
            clk_tx_en <= 1'b0;            
         end else begin
            if (clk_en) begin
               clk_cnt <= clk_cnt + 1'b1;
            end
            if (clk_en && clk_cnt == 4'hE)
              clk_tx_en <= 1'b1;
            else
              clk_tx_en <= 1'b0;
         end         
      end      
   end
   always @ ( posedge clk or posedge reset ) begin
      if(reset)
        bitcnt <= 3'b0;
      else
        if (state == SM_DATA_BIT) begin
           if(clk_tx_en)
             bitcnt <= bitcnt + 1'b1;
           else
             bitcnt <= bitcnt;
        end else begin
           bitcnt <= 3'h0;
        end      
   end   
   always @ ( posedge clk ) begin
      if(state == SM_IDLE && shoot)
        datain_shoot_latch <= datain;
      if(state == SM_DATA_BIT && clk_tx_en)
        datain_shoot_latch <= {datain_shoot_latch[0],datain_shoot_latch[7:1]}; 
   end
   always @ ( posedge clk ) begin
      uart_tx_i2 <= uart_tx_i;
      uart_tx <= uart_tx_i2;      
   end
   always @ (  datain_shoot_latch or state) begin
      uart_tx_i = 1'b1;
      case(state)
        SM_START_BIT:
          uart_tx_i = 1'b0;
        SM_DATA_BIT:
          uart_tx_i = datain_shoot_latch[0];
        SM_VERIFY_BIT:
          uart_tx_i = (^datain_shoot_latch) ^ (~VERIFY_EVEN);
        default:
          uart_tx_i = 1'b1;
      endcase  
   end
   always @ ( posedge clk or posedge reset ) begin
      if(reset)begin
         uart_busy <= 1'h0;
      end else begin
         if(state == SM_IDLE)
           uart_busy <= 1'b0;
         else
           uart_busy <= 1'b1;
      end      
   end   
endmodule  
</file>
<file path="flow/run.sh">
#!/bin/bash
# OpenROAD 26Q1-2900-gdf79404cd8, Yosys 0.63+post, stock flow scripts
make -C /OpenROAD-flow-scripts/flow DESIGN_CONFIG=/design/flow/config.mk WORK_HOME=/design/flow/orfs finish
</file>
<file path="flow/config.mk">
export PLATFORM = sky130hd
export DESIGN_NAME = uart_tx_op
export DESIGN_NICKNAME = uart_tx_op
export VERILOG_FILES = /design/flow/design.v
export SDC_FILE = /design/flow/constraint.sdc
export NUM_CORES = 4
export LEC_CHECK = 1
export CORE_AREA = 10 10 109 109
export DIE_AREA = 0 0 119 119
</file>
==> out/metrics.csv <==
metric,value,unit
status,"finished, final reports clean",
WHS Endpoint,uart_tx,
Clock Sinks,23,
Sw Ratio,0.284,
Reg2Reg Setup Slack,1.78,ns
Post-Syn Instances,84,
post-CTS setup repair buffer count,0,
# Cells Yosys,84,
actual slew at the worst max-slew pin,0.474,ns
Area leader share,0.283,
Mapped Avg Cell Area,12.6,sq um
fraction of final layout cells sized beyond drive strength 1,0.153,
Iter 0 DRT Violations,10,
crit start category,flip-flop,
vias per inst,2.79,
Max Freq,0.550,GHz
LEAKAGE,0.000506,uW
"Hold-fix buffers, CTS",0,
Max-Cap Viols,0,
Slew Limit Fails,0,
io pins,14,
sequential share of the synthesized area,0.573,
Slew headroom,0.684,
Hold Crit Class,flip-flop to flip-flop,
Cell area leaders,"dfrtp_1 28%, edfxtp_1 23%, mux2_2 8.5%",
Avg WL per Cell,7.92,um
GRT Total Usage,0.0253,
global placement routability congestion,0.744,
core area,9640,sq um
most common cell in the netlist,dfrtp_1,
DRC errors left,0,
Die H,119,um
Via Count,645,
Rows,36,
cell-internal power,497,uW
Worst VDD drop,0.341,mV
Root Driver,clkbuf_8,
WP data arrival,1.75,ns
Tool Warnings,26,
critical path type,flip-flop to flip-flop,
Clock Skew,0.00316,ns
Synth top cells by count,"12 x dfrtp_1, 10 x nor2_1, 8 x edfxtp_1, 8 x mux2_2, 5 x nand2_1",
RSZ-0062 raised after global routing,no,
Yosys cell types,29,
yosys synthesis chip area,1060,sq um
Async SR Flop Fraction,0.565,
FF-to-FF Start,state[0],
PwrDens,502,nW/um^2
ANT nets after route,0,
TritonRoute pass-1 iters,4,
crit path capture type,flip-flop,
Net Switching,197,uW
Comb power frac,0.224,
depth of the CTS H-tree,1,
DP Area,1340,sq um
flip-flops with a built-in enable,8,
number of buffers created by CTS,3,
Reg-to-Reg End,datain_shoot_latch[7],
WP data required,3.53,ns
floorplan utilization,0.110,
Clock Power Share,0.222,
dpl hpwl,1380,um
min-delay src,uart_tx_i2,
pin count of the biggest net entering global routing,14,
Tcrit/Tclk final,0.505,
Most common reg cell,dfrtp_1,
setup_tns,0,ns
Sequential Area,607,sq um
initial antenna violation count,0,
hold depth,0,
# resized after CTS,0,
die area,14200,sq um
"area leader, netlist",dfrtp_1,
CP max FO,8,
Yosys Warn Count,1,
clock buffer depth,2,
# fillers,1090,
fin crit period,1.82,ns
post-route cell area,1390,sq um
Worst-path clk slew,0.08,ns
Post-Place Worst Slack,1.69,ns
Insertion Delay late pin,0.26,ns
final wirelength,1830,um
number of diodes,0,
R2R cell count,3,
Final Hold Violating Endpoints,0,
Final setup viols,0,
IO Port Bufs,13,
Chip Width,119,um
vias in the first global route,669,
Seq cells post-synth,23,
Area Overhead vs Synth,30.7,%
Flop pwr share,0.554,
CTS tree,done,
global-route wire length before repair,3140,um
final setup margin,1.78,ns
grt ovf,0,
Comb area,422,sq um
Mapped Area,1060,sq um
==> layout make-up <==
cell class,instances,area share
sequential,23,0.438
clock buffer,4,0.0325
inverter,4,0.0108
multi-input combinational,54,0.304
timing repair buffer,13,0.0939
tap,133,0.120
==> through the flow <==
step                       util  total power [uW]  hold slack (ns)  std cells
after floorplan               -               487            0.310         84
final                     0.144               695            0.329        231
after global placement    0.139               541            0.311        227
after global routing      0.144               743            0.345        231
after detailed placement  0.139               547            0.314        227
after CTS                 0.144               703            0.332        231
==> worst max-delay path, cell delays in order, from the launching register on <==
cell,delay [ns]
dfstp_2,0.61
nor4b_4,0.42
nand2_1,0.16
nand2_1,0.30
==> power by group through the flow <==
stage	clock, uW	combinational [uW]	sequential, uW
after CTS	160	158	386
after global routing	175	173	396
final	154	156	385
==> placed cells by master, fill, tap and decap left out, drive strengths merged, types with 2 or more instances in the layout <==
cell           count
clkbuf             4
nor3               3
edfxtp             8
xor2               2
nand2              5
nor3b              2
ha                 4
nor2              10
inv                4
xnor2              2
nand4              2
mux2               8
nor2b              3
clkdlybuf4s50     13
dfxtp              2
o21ai              2
dfrtp             12
a31oi              2
mux2i              2
==> registers in the layout (all words and copies together), names as in the netlist <==
signal	count
uart_tx	1
bitcnt	3
uart_tx_i2	1
clk_cnt	4
state	4
uart_busy	1
datain_shoot_latch	8
clk_tx_en	1
==> how the worst max path moves through the flow <==
stage | depth (start not counted) | start | to | slack (ns)
after global routing | 3 | state[0] | datain_shoot_latch[7] | 1.66
final | 3 | state[0] | datain_shoot_latch[7] | 1.78
after CTS | 1 | uart_tx | uart_tx | 1.78
==> layer usage <==
| metal | track usage | part of all wire | wire, um |
|---|---|---|---|
| met5 | 0 | 0 | 0 |
| met3 | 0.00719 | 0.053 | 97 |
| met1 | 0.0367 | 0.51 | 927 |
| met4 | 0.00229 | 0.0033 | 6 |
| met2 | 0.0380 | 0.44 | 798 |
==> cells by family (layout without fill, tap and decap cells) <==
logic type | count (synthesis) | in the layout | synth area share
simple gates | 28 | 28 | 0.164
buf+inv | 7 | 21 | 0.0295
flops | 23 | 23 | 0.573
mux | 10 | 10 | 0.104
compound gates | 8 | 8 | 0.0496
xor+xnor | 4 | 4 | 0.0331
fa+ha+maj | 4 | 4 | 0.0472
Power is estimated from default activity; no workload was simulated.
