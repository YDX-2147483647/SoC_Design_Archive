**/design/flow/config.mk**
```make
export PLATFORM = sky130hd
export DESIGN_NAME = uart_rx
export DESIGN_NICKNAME = uart_rx
export VERILOG_FILES = /design/flow/design.v
export SDC_FILE = /design/flow/constraint.sdc
export NUM_CORES = 4
export LEC_CHECK = 1
export CORE_AREA = 10 10 95 95
export DIE_AREA = 0 0 105 105
```
**/design/flow/constraint.sdc**
```tcl
current_design uart_rx

set clk_period 3.2
set clk_io_pct 0.2

create_clock -name clk0 -period $clk_period [get_ports {clk}]

set non_clock_inputs [all_inputs -no_clocks]
set_input_delay [expr $clk_period * $clk_io_pct] -clock clk0 $non_clock_inputs
set_output_delay [expr $clk_period * $clk_io_pct] -clock clk0 [all_outputs]
```
**/design/flow/design.v**
```verilog
`timescale 1ns / 1ps
module uart_rx
  #(
    parameter VERIFY_ON = 1'b0,
    parameter VERIFY_EVEN = 1'b0
    )
   (
    input            clk,
    input            clk_en,
    input            reset,
    input            uart_rx,
    output reg       dataout_valid,
    output reg [7:0] dataout 
    );
   reg [3:0]         clk_cnt = 4'h0;
   reg               clk_rx_en = 1'b0;   
   reg [1:0]         sample_cnt = 2'b0;
   reg               sample_value = 1'b0;   
   reg [2:0]         data_cnt = 3'b0;
   reg               uart_rx_i = 1'b0;
   reg               uart_rx_i2 = 1'b0;
   reg               uart_rx_i3 = 1'b0;
   reg               verify_ok = 1'b0;
   localparam [4:0] 
     SM_IDLE = 5'b00001,
     SM_START_BIT  = 5'b00010,
     SM_DATA_BIT = 5'b00100,
     SM_VERIFY_BIT = 5'b01000,
     SM_STOP_BIT = 5'b10000;   
   reg [4:0]          
		     state = SM_IDLE;
   reg [4:0]          
		     next_state = SM_IDLE;
   reg [79:0]           state_asc;               
   always @(state) begin
      case ({state})
        SM_IDLE:       state_asc = "idle      ";
        SM_START_BIT:  state_asc = "start_bit ";
        SM_DATA_BIT:   state_asc = "data_bit  ";
        SM_VERIFY_BIT: state_asc = "verify_bit";
        SM_STOP_BIT:   state_asc = "stop_bit  ";
        default:       state_asc = "%Error    ";
      endcase
   end
   reg [79:0]           nstate_asc;              
   always @(next_state) begin
      case ({next_state})
        SM_IDLE:       nstate_asc = "idle      ";
        SM_START_BIT:  nstate_asc = "start_bit ";
        SM_DATA_BIT:   nstate_asc = "data_bit  ";
        SM_VERIFY_BIT: nstate_asc = "verify_bit";
        SM_STOP_BIT:   nstate_asc = "stop_bit  ";
        default:       nstate_asc = "%Error    ";
      endcase
   end
   always @ ( posedge clk ) begin
      uart_rx_i2 <= uart_rx_i;
      uart_rx_i3 <= uart_rx_i2;
      uart_rx_i <= uart_rx;      
   end
   always @ ( posedge clk or posedge reset ) begin
      if(reset)
        state <= SM_IDLE;
      else
        state <= next_state;      
   end
   always @ ( posedge clk or posedge reset ) begin
      if(reset)
        data_cnt <= 3'd0;
      else begin
         case(state)
           SM_DATA_BIT:
             if(clk_rx_en && data_cnt != 3'd7)
               data_cnt <= data_cnt + 1'b1;
             else
               data_cnt <= data_cnt;
           default:
             data_cnt <= 3'd0;
         endcase  
      end
   end
   always @ (  clk_rx_en or data_cnt or sample_value
             or state or uart_rx_i2 or uart_rx_i3 or verify_ok) begin
      next_state = state;
      case(state)
        SM_IDLE:
          if( ~uart_rx_i2 && uart_rx_i3)
            next_state = SM_START_BIT;
        SM_START_BIT:
          if(clk_rx_en) begin
             if(~ sample_value)
               next_state = SM_DATA_BIT;        
             else
               next_state = SM_IDLE;
          end        
        SM_DATA_BIT:
          if(clk_rx_en && data_cnt == 3'd7)begin
             if(VERIFY_ON)
               next_state = SM_VERIFY_BIT;
             else
               next_state = SM_STOP_BIT;
          end        
        SM_VERIFY_BIT:
          if(clk_rx_en && verify_ok)
            next_state = SM_STOP_BIT;
          else if (clk_rx_en && ~verify_ok)
            next_state = SM_IDLE;        
        SM_STOP_BIT:
          if(clk_rx_en)
            next_state = SM_IDLE;
        default:
          next_state = SM_IDLE;
      endcase  
   end
   always @ ( posedge clk or posedge reset ) begin
      if(reset) begin
         clk_cnt <= 4'h0;
         clk_rx_en <= 1'h0;
      end else begin
         case(state)
           SM_IDLE: begin
              clk_cnt <= 4'h0;
              clk_rx_en <= 1'b0;
           end              
           SM_START_BIT: begin
              if(clk_en && clk_cnt != 4'hE)
                clk_cnt <= clk_cnt + 1'b1;
              else if (clk_en && clk_cnt == 4'hE)
                clk_cnt <= 4'h0;
              else
                clk_cnt <= clk_cnt;
              if(clk_en && clk_cnt == 4'hE)
                clk_rx_en <= 1'b1;
              else
                clk_rx_en <= 1'b0;              
           end   
           SM_STOP_BIT:                 
            begin
              if(clk_en && clk_cnt != 4'hE)
                clk_cnt <= clk_cnt + 1'b1;
              else if (clk_en && clk_cnt == 4'hE)
                clk_cnt <= 4'h0;
              else
                clk_cnt <= clk_cnt;
              if(clk_en && clk_cnt == 4'hE)
                clk_rx_en <= 1'b1;
              else
                clk_rx_en <= 1'b0;              
            end
           default: begin
              if(clk_en && clk_cnt != 4'hF)
                clk_cnt <= clk_cnt + 1'b1;
              else if (clk_en && clk_cnt == 4'hF)
                clk_cnt <= 4'h0;
              else
                clk_cnt <= clk_cnt;
              if(clk_en && clk_cnt == 4'hF)
                clk_rx_en <= 1'b1;
              else
                clk_rx_en <= 1'b0;                            
           end
         endcase  
      end  
   end  
   always @ ( posedge clk or posedge reset ) begin
      if(reset)begin
         sample_cnt <= 2'h0;
         sample_value <= 1'h0;
      end else begin
         if(clk_cnt == 4'h0)
           sample_cnt <= 2'b0;         
         else if(clk_cnt > 5 && clk_cnt < 10)
           sample_cnt <= sample_cnt + uart_rx_i3;
         else
           sample_cnt <= sample_cnt;
         if(clk_cnt == 4'h9)
           if(sample_cnt > 2'h1)
             sample_value <= 1'b1;
           else
             sample_value <= 1'b0;
         else
           sample_value <= sample_value;
      end      
   end
   always @ ( posedge clk or posedge reset ) begin
      if(reset)
        verify_ok <= 1'b0;
      else begin
         if(state == SM_VERIFY_BIT)
           verify_ok <= (^dataout) ^ VERIFY_EVEN ^~ sample_value;
         else
           verify_ok <= 1'b0;
      end      
   end
   always @ ( posedge clk ) begin
      dataout <= dataout;      
      case(state)
        SM_IDLE:
          dataout <= 8'h0;
        SM_DATA_BIT:
          if(clk_rx_en)
            dataout <= {sample_value,dataout[7:1]};
        default;
      endcase  
   end
   always @ ( posedge clk or posedge reset ) begin
      if(reset)
        dataout_valid <= 1'b0;
      else
        if(state == SM_STOP_BIT && clk_rx_en)
          dataout_valid <= 1'b1;
        else
          dataout_valid <= 1'b0;      
   end
endmodule
```
**/design/flow/run.sh**
```bash
#!/bin/bash
# OpenROAD 26Q1-2900-gdf79404cd8, Yosys 0.63+post, stock flow scripts
make -C /OpenROAD-flow-scripts/flow DESIGN_CONFIG=/design/flow/config.mk WORK_HOME=/design/flow/orfs finish
```
==> results.cfg <==
; implementation run metrics
[outcome]
outcome = finished, final reports clean

[layout]
fin_util_pct = 23.9
layout.cells.most_common = sky130_fd_sc_hd__dfrtp_1
lay_top_cells = 15 x sky130_fd_sc_hd__dfrtp_1, 12 x sky130_fd_sc_hd__nor2_1, 12 x sky130_fd_sc_hd__clkdlybuf4s50_1
area_growth_pct = 15.8
postLayoutCellArea_um2 = 1650
final_layout_size_suffix_gt1_share_pct = 9.42

[clocking]
cts_htree_levels = 1
path_clk_slew_ns = 0.09
cts_made_buffers = 3
clock_sink_count = 27
insertion_delay_ns = 0.27
cts.repair_timing.setup_buffer_count = 0
cts_resized = 0
cts_max_path_buffers = 2
cts_tree = done
ctsHoldBuffers = 0
cts_root_buffer = sky130_fd_sc_hd__clkbuf_8

[drt]
drt_first_iter_violations = 43
antenna_left = 0
drt_first_pass_iters = 4
wl_per_cell_um = 10.7
viasPerCell = 3.92
routed-via-count = 918
remaining_drc_errors = 0
postRouteWirelength_um = 2500
antenna_cells = 0

[synth]
number_of_flops_mapped_to_enable_cells_by_yosys = 8
synthesis.area_per_instance_um2 = 10.8
synth_flops = 27
seq_area_frac_synth_pct = 49.1
cells_after_synth = 132
synthesis.area_um2 = 1430
number_of_warnings_issued_by_yosys = 1
synth-async-reset-ratio_pct = 59.3
synth-cells-yosys = 132
synth.distinct_cells = 45
primary_ff_master_synth = sky130_fd_sc_hd__dfrtp_1
synth-area-yosys_um2 = 1430

[final_timing]
setup_tns_ns = 0
clock-skew-final_ns = 0.0120
rsz0062_at_grt = false
timing.max_slew.rel_slack_pct = 56.7
maxClockFrequency_mhz = 525
max_slew.worst_pin.slew_ns = 0.649
post-route-min-period_ns = 1.90
fin_hold_ws_ns = 0.331
finalHoldViolCount = 0
timing_max_transition_violations_final = 0
post-route-period-util_pct = 59.5
setup_viol_count_final = 0

[worst_setup_path]
worst_path_fanout_max = 10
timing.critical_path.from = state[4]
arrival_ns = 1.84
cp_data_required_time_ns = 3.13
timing_worst_setup_path_type = reg -> reg
crit_path_max_incr_delay_ns = 0.51
worst_r2r_startpoint = state[4]
start_kind = flop
critical-path-top-delay-family = simple AND/OR/NAND/NOR gates
worstPathCellList = or2_4 > nor3b_4 > a31o_1
critical_path.slowest_cell = sky130_fd_sc_hd__dfrtp_1
timing.critical_path.buf_inv = 0
endpoint_kind = flop

[floorplan]
initCoreUtil_pct = 20.7
dieArea_um2 = 11000
die_h_um = 105
placementRows = 30
core_area_um2 = 6910
die_extent_in_x_um = 105
io-pin-count = 13

[worst_hold_path]
worst_min_path_start = uart_rx_i
hp-class = reg -> reg

[power]
power-per-cell-area_nw_per_um2 = 615
peakVddDrop_uv = 181
power.static_leakage_nw = 0.674

[grt]
grt_first_pass_wirelength_um = 4370
grt_max_degree = 17
number_of_antenna_violations_at_the_first_check_in_global_routing = 0
grt_pass1_vias = 877
overflow = 0
grt.total_usage_pct = 4.60

[placement]
place_congestion = 0.767
dp_hpwl_um = 1830
io_buffer_count = 12
place_area_um2 = 1610

[job]
drv.max_cap_violation_count = 0
openroad.warnings = 28
[registers in the layout (all words and copies together) (netlist names)]
register,flops
clk_cnt,4
clk_rx_en,1
data_cnt,3
dataout,8
dataout_valid,1
sample_cnt,2
sample_value,1
state,4
uart_rx_i,1
uart_rx_i2,1
uart_rx_i3,1
[path summary, 6_finish.rpt]
path | to | cells after the start | slack [ns]
setup reg to reg | dataout[6] | 3 | 1.30
setup / recovery | dataout[6] | 3 | 1.30
max in group asynchronous | data_cnt[0] | 2 | 2.03
min in group asynchronous | clk_cnt[1] | 2 | 0.75
hold reg to reg | uart_rx_i2 | 0 | 0.33
hold / removal | uart_rx_i2 | 0 | 0.33
[area by class of cell]
type                       count  area (µm²)
sequential                    27         702
multi-input combinational     91         652
inverter                       4        15.0
fill                         745        5250
clock buffer                   4        45.0
tap                           96         120
timing repair buffer          12         120
[per-layer routing]
layer	track usage, %	wire length, µm
met1	7.03	1280
met2	6.49	1060
met3	1.06	113
met5	0	0
met4	0.784	54
[cells in the mapped netlist, drive strengths merged (2+ instances only)]
library cell / count / area share, %
xnor2: 2 / 1.2
nor3b: 6 / 3.9
edfxtp: 8 / 17
a21oi: 9 / 3.2
nand2b: 4 / 1.8
dfxtp: 3 / 4.2
dfrtp: 15 / 26
mux2: 2 / 1.8
nor2b: 3 / 1.3
and3: 8 / 3.5
nor2: 12 / 3.2
buf: 6 / 3.2
nor3: 3 / 1.1
inv: 4 / 1.1
nand3b: 2 / 1.1
o21ai: 4 / 1.4
clkbuf: 4 / 1.1
xor2: 3 / 2.4
nand2: 8 / 2.3
ha: 7 / 6.1
mux2i: 2 / 1.4
[power by group]
group	internal (mW)	switching, mW
registers	0.440	0.0727
logic	0.170	0.148
clock network	0.0890	0.0975
[per-stage QoR]
step / std cells / worst slack (ns) / power [mW]
final: 234 / 1.30 / 1.02
after global routing: 234 / 1.22 / 1.09
after CTS: 234 / 1.30 / 1.04
after detailed placement: 230 / 1.32 / 0.843
after global placement: 230 / 1.30 / 0.851
after floorplan: 132 / 1.49 / 0.705
[kinds of logic after synthesis]
kind of cell | after synthesis | share of synthesized area, %
XOR/XNOR | 5 | 3.59
multiplexers | 4 | 3.24
adder cells (fa/ha/maj) | 7 | 6.13
AND/OR/NAND/NOR | 51 | 20.8
AND-OR/OR-AND | 24 | 11.9
flip-flops | 27 | 49.1
buffers and inverters | 14 | 5.25
Power figures rest on the tool's default switching activity, not on a simulated workload.
